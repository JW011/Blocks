**flow/run.sh**
```bash
#!/bin/bash
# OpenROAD 26Q1-2900-gdf79404cd8, Yosys 0.63+post, stock flow scripts
make -C /OpenROAD-flow-scripts/flow DESIGN_CONFIG=/design/flow/config.mk WORK_HOME=/design/flow/orfs finish
```
**flow/constraint.sdc**
```tcl
current_design bcd_adder

set clk_period 2.9
set clk_io_pct 0.2

create_clock -name clk0 -period $clk_period

set non_clock_inputs [all_inputs -no_clocks]
set_input_delay [expr $clk_period * $clk_io_pct] -clock clk0 $non_clock_inputs
set_output_delay [expr $clk_period * $clk_io_pct] -clock clk0 [all_outputs]
```
**flow/config.mk**
```make
export PLATFORM = sky130hd
export DESIGN_NAME = bcd_adder
export DESIGN_NICKNAME = bcd_adder
export VERILOG_FILES = /design/flow/design.v
export SDC_FILE = /design/flow/constraint.sdc
export NUM_CORES = 4
export LEC_CHECK = 1
export CORE_AREA = 10 10 70 70
export DIE_AREA = 0 0 80 80
```
**flow/design.v**
```verilog
module fa( A, B, Cin, SUM, Cout);
    input A, B, Cin;
    output SUM, Cout;
    assign SUM = (( A ^ B ) ^ Cin );
    assign Cout = (( A & B)|( B & Cin )|( A & Cin ));
endmodule
module parallel_binary_adder(SUM,Cout,A,B,Cin);
output [3:0] SUM;
output [3:0] Cout;
input [3:0] A,B;
input Cin;
fa a1(A[0], B[0], Cin, SUM[0], Cout[0]);
fa a2(A[1], B[1], Cout[0], SUM[1], Cout[1]);
fa a3(A[2], B[2], Cout[1], SUM[2], Cout[2]);
fa a4(A[3], B[3], Cout[2], SUM[3], Cout[3]);
endmodule
module bcd_adder( A, B, Cin, Cout, S, dont_care);
    input [3:0] A, B;
    input Cin;
    output [3:0] S;
    output Cout;
    output dont_care;
    wire cout;
    wire [3:0] s;
    parallel_binary_adder add1(s, cout, A, B, Cin);
    assign Cout = ((s[3] & s[2])|(s[3]& s[1]));
    parallel_binary_adder add2(S, dont_care, s, {1'b0, Cout, Cout, 1'b0});
endmodule
```
==> changes_impl.md <==
### Implementation results

* Upper clock frequency limit at between 300 and 400 MHz
* Detailed-route vias per instance at approximately 2.5
* Effective utilization at floorplan at 6.26%
* Via total after detailed routing at between 200 and 250
* Pwr per Cell Area at 360 nW/µm²
* Final critical-path share of the clock period at 106%
* Gp weighted congestion at 0.663
* Port Buffer Count at 13
* Slowest Stage Delay on Critical Path at 350 ps
* Top logic cells by instance count in the layout: sky130_fd_sc_hd__buf_6, sky130_fd_sc_hd__buf_2, sky130_fd_sc_hd__clkdlybuf4s50_1, sky130_fd_sc_hd__buf_4, sky130_fd_sc_hd__inv_1
* Category of the worst setup path capture point: output port
* Number of hold-slack violations in the final timing report at 0
* Cells traversed along the worst timing path: buf_6, a21o_1, o21ai_2, fa_2, fa_2, xor3_2, a21oi_4, buf_6, ha_4, nand2b_4, o21ai_1, buf_2
* Combinational Area at 230 µm²
* Maximum capacitance violations at 0
* Final global-route overflow total at 0
* Relative contribution of combinational cells to total power at 100.0%
* Post-DP Area at roughly 410 µm²
* Dominant logic cell type in the layout: sky130_fd_sc_hd__buf_6
* Fillcell total at 389
* X dimension of the die at 80 µm
* Flop count at 0
* Core region area at 3420 µm²
* Layout clock buffer count at 0
* Worst path required time at 2320 ps
* Final Max-Slew Violation Tally at 0
* Top cell type's share of synthesized area at 18.7%
* IR Drop Worst-Case VDD at around 77 µV
* Internal power consumption at 0.117 mW
* Most used routing layer in global routing: met1
* WP data arrival at ~2500 ps
* Total setup violations reported at the end of the flow at 3
* Yosys chip area at ~210 µm²
* Buffers and inverters on the worst path at 3
* Number of distinct standard cells referenced by the synthesized netlist at 13
* Post-synthesis cell count from yosys at 26
* First-pass GRT wire length at about 1.1 mm
* First-pass iteration count of the detailed router at 1
* Total wire length at 653 µm
* Stage-log warning count at 36
* Cell area after synthesis at between 200 and 250 µm²
* Worst setup SP type: input pin
* Power share of the sequential group at 0%
* Portion of total power attributed to the clock network at 0%
* Crit Path Class: in -> out
* Total Power Consumption at about 0.18 mW
* Outcome: complete, but fails checks
* DRC violations left at 0
* Routed wirelength normalized by instance count at between 7 and 8 µm
* Global-route track usage on met2 at 2.57%
* Antenna diode count at 0
* Leakage Power at 0.222 nW
* Pin count of the biggest net entering global routing at 5
* I/O pin total at 15
* Die Size at 6400 µm²
* Maximum fanout along the worst path at 2
* Number of DRC violations after detailed-routing iteration 0 at 0
* Post-layout min period at 3080 ps
* Path class of the lowest-slack min-delay path: in -> out
* Cell count after synthesis at 26
* GRT met1 Usage at 3.32%
* Number of rows created at floorplan at 21
* Mean post-synth cell area at around 8.2 µm²
* Met3 global-route usage at 1.14%
* Area Growth Syn to Fin at 135%
* Setup TNS at -450 ps
* Switching Fraction at 35.1%
* Cell count after placement at roughly 84
* RSZ-0062 raised after global routing: true
* Cell at the slowest stage of the critical path: sky130_fd_sc_hd__fa_2
* Post-synthesis sequential area ratio at 0%
* Storage cell area at 0 µm²
* Number of global-route vias before repair at 247
* Final non-filler cell total at about 90
* Share of final-layout standard cells stronger than drive strength 1 at 68.2%
* Violated checks: setup timing
* Quantity of hold-fixing buffers added after cts at 0
* Category of cells accounting for the largest share of critical-path delay: adder cells
* Remaining antenna violation count at 0
* Worst-case setup margin in the final layout at -175 ps
* Die H at 80 µm
* HPWL reported at the end of detailed placement at 539 µm
* Warnings from Yosys at 3
* Initial antenna violation count at 0
* Cells taking the most area after synthesis: sky130_fd_sc_hd__fa_1, sky130_fd_sc_hd__buf_4, sky130_fd_sc_hd__ha_1
* Post-synth top area cell: sky130_fd_sc_hd__fa_1
* Switching power of the nets at 0.0633 mW
* Design Area, Final at 502 µm²
* Total global routing track utilization at roughly 2.1%
==> metal layers <==
metal / routed length, µm / vias to the layer above
met3: 98 / 0
met5: 0 / -
met1: 341 / 99
met4: 0 / 0
met2: 212 / 14
li1: - / 110
==> metrics by stage <==
stage	hold slack, ps	setup slack, ps	util, %
after floorplan	1480	-28.8	-
after global placement	2480	-990	11.9
after detailed placement	2470	-1050	11.9
after CTS	1970	-359	14.5
after global routing	2010	-273	14.7
final	1970	-175	14.7
==> synth_stat cells <==
cell type / number
sky130_fd_sc_hd__mux2i_1: 1
sky130_fd_sc_hd__xor2_1: 1
sky130_fd_sc_hd__ha_1: 2
sky130_fd_sc_hd__conb_1: 1
sky130_fd_sc_hd__a21o_1: 1
sky130_fd_sc_hd__fa_1: 2
sky130_fd_sc_hd__nand2b_1: 2
sky130_fd_sc_hd__buf_4: 5
sky130_fd_sc_hd__nor2b_1: 1
sky130_fd_sc_hd__xor3_1: 1
sky130_fd_sc_hd__inv_1: 5
sky130_fd_sc_hd__o21ai_0: 3
sky130_fd_sc_hd__a21oi_1: 1
==> path summary, 6_finish.rpt <==
path,startpoint,cells past startpoint,endpoint,slack (ps)
setup / recovery,B[0],12,S[3],-180
hold / removal,A[1],6,S[1],1970
==> cell families after synthesis <==
group	after synthesis	synth area share [%]
buf+inv	10	26.3
compound gates	5	12.9
fa+ha+maj	4	30.4
simple gates	3	8.77
xor+xnor	2	15.2
mux	1	4.68
other cells	1	1.75
==> power groups by stage <==
| stage | clock network [mW] | logic (mW) | registers, mW |
|---|---|---|---|
| 4_1_cts | 0 | 0.176 | 0 |
| 6_report | 0 | 0.180 | 0 |
| 5_1_grt | 0 | 0.202 | 0 |
==> final cells by class <==
cell class                      instances  share of cell area, %
Tap cell                               46                   11.5
Multi-Input combinational cell         17                   45.9
Timing Repair Buffer                   22                   38.9
Inverter                                5                   3.74
==> timing repair <==
action	4_1_cts	5_1_grt
pin swaps	8	6
gates resized	46	2
setup endpoints to repair	4	4
endpoints found under the hold margin	0	0
buffers inserted	7	0
cloned	0	0
Power is estimated from default activity; no workload was simulated.
